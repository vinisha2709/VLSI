--- /design/flow/design.v ---
module FSm6(input x , clk , rst , output reg y);
parameter Si = 2'b00;
parameter S0 = 2'b01;
parameter S1 = 2'b10;
reg [1:0]p,n;
always @(posedge clk or posedge rst)
begin
	if(rst) p = Si;
	else
		begin
			case({p})
				Si : 
					begin
						if(x) begin n = S1; y = 0; end
						else begin n = S0; y = 0; end
					end
				S0 : 
					begin
						if(x) begin n = S1; y = 1; end
						else  begin n = S0; y = 0; end
					end
				S1 : 
					begin
						if(x) begin n = S1; y = 0; end
						else  begin n = S0; y = 0; end
					end
			endcase
			p = n;
		end
	end
endmodule
--- /design/flow/run.sh ---
#!/bin/bash
# OpenROAD 26Q1-2900-gdf79404cd8, Yosys 0.63+post, stock flow scripts
make -C /OpenROAD-flow-scripts/flow DESIGN_CONFIG=/design/flow/config.mk WORK_HOME=/design/flow/orfs finish
--- /design/flow/config.mk ---
export PLATFORM = sky130hd
export DESIGN_NAME = FSm6
export DESIGN_NICKNAME = FSm6
export VERILOG_FILES = /design/flow/design.v
export SDC_FILE = /design/flow/constraint.sdc
export NUM_CORES = 4
export LEC_CHECK = 1
export CORE_AREA = 10 10 70 70
export DIE_AREA = 0 0 80 80
--- /design/flow/constraint.sdc ---
current_design FSm6

set clk_period 1.4
set clk_io_pct 0.2

create_clock -name clk0 -period $clk_period [get_ports {clk}]

set non_clock_inputs [all_inputs -no_clocks]
set_input_delay [expr $clk_period * $clk_io_pct] -clock clk0 $non_clock_inputs
set_output_delay [expr $clk_period * $clk_io_pct] -clock clk0 [all_outputs]
==> ci_impl_report.md <==
## Synthesis and layout report

| Metric | Value |
|---|---|
| Outcome | `completed` |
| CTS Root Cell | `clkbuf_4` |
| IO buf count | `3` |
| CTS tree | `yes` |
| Tool warnings | `25` |
| H-tree depth | `1` |
| Worst endpoint required time | `1120 ps` |
| Standard-cell rows | `21` |
| Core area | `3420 sq um` |
| Relative slew margins | `0.885` |
| Sequential area share after synthesis | `0.636` |
| Die width | `roughly 80 um` |
| RSZ-0062 raised after global routing | `no` |
| DRC | `0` |
| Final wirelength | `~360 um` |
| Synthesized area | `189 sq um` |
| Crit path buffers/inverters | `1` |
| Via count | `120` |
| Yosys warns | `1` |
| Bufs on Longest Clock Path | `2` |
| Area delta synth->final | `64.2%` |
| Synth Register Bits | `5` |
| Final Hold Fails | `0` |
| Clk pin slew, worst setup/hold paths | `approximately 40 ps` |
| Crit. Startpoint | `y` |
| Chip height | `about 80 um` |
| Hold_buf cts | `0` |
| Max Clk Rate | `775 MHz` |
| Fill count | `roughly 400` |
| Post-synthesis cell count | `14` |
| Antenna diodes | `0` |
| Crit path max-delay family | `buffers and inverters` |
| Initial DRC count | `1` |
| Kind of critical path | `flip-flop to output port` |
| Max FO, Critical Path | `1` |
| Gr busiest metal | `met3` |
| Most numerous logic cells after layout | `3 x clkbuf_4, 3 x clkdlybuf4s50_1` |
| Yosys stat area | `189 sq um` |
| I/O Pins | `4` |
| Clock skew | `5.35 ps` |
| Global placement routability congestion | `0.695` |
| Non-filler cells, final | `around 70` |
| Arrival time worst endpoint | `1010 ps` |
| HPWL after DPL | `261 um` |
| Met3 Resource Use GR | `0.0239` |
| Max incr delay on CP | `460 ps` |
| Dpl cells | `64` |
| Syn avg cell area | `13.5 sq um` |
| Setup-failing EPs final | `0` |
| Chip area | `approximately 6400 sq um` |
| CP Cell Sequence | `clkdlybuf4s50_1` |
| CP max-delay cell | `clkdlybuf4s50_1` |
| Total of max-cap violations | `0` |
| Number of buffers inserted by post-CTS setup repair | `0` |
| Hold_ws | `255 ps` |
| Total gr overflow | `0` |
| Largest net degree at the start of global routing | `6` |
| Routed Antenna Nets | `0` |
| R2r startpoint | `p[0]` |
| Num CTS Buffers | `3` |
| Met1 GRT Util | `0.0121` |
| Setup TNS Final | `0 ps` |
| Initial antenna violation count | `0` |
| Peak supply drop | `around 0.25 mV` |
| Final worst slack | `109 ps` |
| Vias per std cell | `between 1.5 and 2` |
| DP Worst Slack | `65.7 ps` |
| Unique cell types | `10` |
| Tmin final | `1290 ps` |
| M2 GR Usage | `0.0120` |
| Pwr dens | `1330 nW/um^2` |
| Drt first pass iters | `2` |
| Vias in the first global route | `125` |
| Slew Viols, Final | `0` |
| Yosys cell count | `14` |
| Clock sinks | `5` |
| WL/cell | `5.28 um` |
| Final Util | `0.0908` |
| Total track usage | `0.0128` |
| Pleak | `0.120 nW` |
| Crit path capture type | `output port` |
| Hold Path Class | `input port to async pin` |
| CP Launch Type | `flip-flop` |
| Global-route wire length before repair | `558 um` |
| Post_cts resized | `0` |
| Slew @ Worst Pin | `approximately 170 ps` |
| Share of layout cells above drive strength 1 | `0.273` |
| Init Core Util | `0.0553` |
| Clk latency late pin | `240 ps` |
| Cycle use final | `0.922` |
-- flip-flops by register name, summed over array words and instances (netlist names) --
name,flops
n,2
y,1
p,2
-- worst paths after layout --
path / to / slack (ps) / cells after the start
min: p[0] / 260 / 2
max: y / 110 / 1
max in group asynchronous: p[1] / 1040 / 2
max reg2reg: n[0] / 370 / 2
min in group clk0: p[0] / 440 / 2
min reg2reg: p[0] / 440 / 2
-- Yosys cell counts --
master,number,share of area
a21oi_2,1,0.046
and2_1,1,0.033
dfrtp_1,2,0.26
dfxtp_1,2,0.21
edfxtp_1,1,0.16
inv_1,2,0.040
mux2_1,1,0.060
mux2_2,1,0.060
mux2i_1,2,0.11
nand2_1,1,0.020
-- stage by stage --
stage	cell area [sq um]	total power, W
2_1_floorplan	189	0.000225
3_3_place_gp	284	0.000249
3_5_place_dp	284	0.000252
4_1_cts	310	0.000422
5_1_grt	310	0.000442
6_report	310	0.000413
-- cells by family after synthesis --
logic type      synth area share
buf+inv                   0.0397
flops                      0.636
compound gates            0.0464
mux                        0.225
simple gates              0.0530
-- per-layer routing --
layer	part of all wire	routed length, um
met1	0.43	153
met2	0.30	109
met3	0.26	95
met4	0	0
met5	0	0
-- layout make-up --
| type | instances | area (sq um) | share of cell area |
|---|---|---|---|
| Tap cell | 46 | 57.6 | 0.185 |
| Clock buffer | 4 | 26.3 | 0.0847 |
| Timing Repair Buffer | 4 | 37.5 | 0.121 |
| Sequential cell | 5 | 120 | 0.387 |
| Multi-Input combinational cell | 7 | 61.3 | 0.198 |
| Inverter | 2 | 7.51 | 0.0242 |
-- power by group --
| part | switching (W) | total [W] | leakage (nW) | internal (W) |
|---|---|---|---|---|
| Clock | 0.0000551 | 0.000163 | 0.0150 | 0.000108 |
| Combinational | 0.0000229 | 0.0000601 | 0.0548 | 0.0000373 |
| Sequential | 0.0000131 | 0.000190 | 0.0501 | 0.000177 |
Power is estimated from default activity; no workload was simulated.
