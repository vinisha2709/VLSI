==> /design/flow/run.sh <==
#!/bin/bash
# OpenROAD 26Q1-2900-gdf79404cd8, Yosys 0.63+post, stock flow scripts
make -C /OpenROAD-flow-scripts/flow DESIGN_CONFIG=/design/flow/config.mk WORK_HOME=/design/flow/orfs finish
==> /design/flow/config.mk <==
export PLATFORM = sky130hd
export DESIGN_NAME = FSM4
export DESIGN_NICKNAME = FSM4
export VERILOG_FILES = /design/flow/design.v
export SDC_FILE = /design/flow/constraint.sdc
export NUM_CORES = 4
export LEC_CHECK = 1
export CORE_AREA = 10 10 76 76
export DIE_AREA = 0 0 86 86
==> /design/flow/constraint.sdc <==
current_design FSM4

set clk_period 1.8
set clk_io_pct 0.2

create_clock -name clk0 -period $clk_period [get_ports {clk}]

set non_clock_inputs [all_inputs -no_clocks]
set_input_delay [expr $clk_period * $clk_io_pct] -clock clk0 $non_clock_inputs
set_output_delay [expr $clk_period * $clk_io_pct] -clock clk0 [all_outputs]
==> /design/flow/design.v <==
module FSM4(input x , z ,clk , rst , output reg y);
parameter S0 = 2'b00;
parameter S1 = 2'b01;
parameter S2 = 2'b10;
parameter S3 = 2'b11;
reg [1:0]p,n;
always @(posedge clk or posedge rst)
begin
	if(rst) p = S0;
	else
		begin
			case({p})
				S0 : 
					begin
						y = 1'b0;
						if(x && !z) n = S0 ;
						else if(!x && z)n = S1;
					end
				S1 : 
					begin
						y = 1'b0;
						if(!x && !z) n = S1;
						else if(x && z) n = S2;
					end
				S2 : 
					begin
						y = 1'b1;
						if(x) n = S0;
						else if(!x && !z) n = S2;
						else if(!x && z) n = S3;
					end
				S3 : 
					begin
						y = 1'b0;
						if(x && !z) n = S2;
						else if(!x && z) n = S3;
					end
				default :
					begin
						y = 1'b0;
						end
			endcase
			p = n;
		end
	end
endmodule
==> impl_metrics.toml <==
# implementation run metrics
[critical_path]
crit_chain = "clkdlybuf4s50_1 > buf_4 > xnor2_1 > mux2i_1 > o221ai_1 > a32o_1"
critPathSlowestCell = "clkdlybuf4s50_1"
cp_max_fo = 6
crit_family = "buffers and inverters"
crit_buf_inv = 2
slowest_delay_ns = 0.50
crit_required_ns = 1.92
r2r-start = "p[1]"
r2r-end = "p[0]"
worst-setup-path-type = "primary input to register"
end_kind = "register"
worstRegToRegCells = 4
rrSetupSlack_ns = 0.32
start_kind = "primary input"
cp.arrival_ns = 1.66

[sta]
setup_viol = 0
fin_skew_ns = 0.00662
min_period_ns = 1.55
max_clock_freq_mhz = 647
hold_violations = 0
rsz0062_at_grt = "no"
worst_slew_pin_slew_ns = 0.441
holdWs_ns = 0.516
setup_tns_ns = 0
max_slew_margin_pct = 70.6
slew_violations = 0
period_used_pct = 85.8

[pwr]
ir_worst_vdd_mv = 0.310
p_leak_nw = 0.314
power_density_mw_per_mm2 = 1440

[cells_and_area]
area.combinational_um2 = 369
ff_latch_area_um2 = 180
layout-drive-gt1-share_pct = 16.1
fillers = 447
area_growth_pct = 30.4

[routing]
drt-total-wl_um = 1480
viasPerCell = 4.34
drc = 0
drt_first_pass_iters = 4
antennaDiodeCount = 0
antenna_left = 0
vias = 595
routedWlPerCell_um = 10.8
drt_iter0_markers = 62

[die]
core-area_mm2 = 0.00412
io_pins = 5
initCoreUtil_pct = 14.6
dieArea_mm2 = 0.00740
die_y_um = 86
rows = 23
die_w_um = 86

[yosys]
yosys-stat-cells = 76
topCellsByArea = "dfxtp_1, dfrtp_1, o21ai_0"
synth_chip_area_um2 = 601
yosysSeqAreaShare_pct = 30.0
yosysWarningCount = 1
avgSynthCellArea_um2 = 7.90
synthDominantCellAreaShare_pct = 16.7
synth_area_um2 = 601
largest_area_cell = "dfxtp_1"
numSynthFlops = 8
synth_cell_types = 36
netlist_instances = 76

[min_path]
whs_path_depth = 2
hold_path_end = "p[0]"
hp-class = "register to register"

[global_routing]
grt_pass1_vias = 603
use_met2_pct = 7.03
antenna_found_initial = 0
grt.overflow.total = 0
gr-usage-met3_pct = 1.81
grtUsageTotal_pct = 4.24
grt_busiest_layer = "met2"
grt_pass1_wl_um = 2660
gr-usage-met1_pct = 5.08
grt_max_degree = 16

[cts]
clock_sinks = 8
numCtsBuffers = 3
h-tree-depth = 1
cts_root_buf = "clkbuf_8"
clk_pin_slew_ns = 0.05
cts_resized = 0
clkLatencyLatePin_ns = 0.23
post_cts_buffers = 0
tritoncts = "yes"
cts_hold_buf = 0
clock_path_buffers = 2

[place]
place.port_buffers = 4
place.gp.congestion = 0.916
dp_hpwl_um = 1100

[run]
cap_violations = 0
tool_warnings = 25

[outcome]
status = "finished, final reports clean"
-- how the worst max path moves through the flow --
| stage | from | end | slack (ns) | cells past startpoint |
|---|---|---|---|---|
| 5_1_grt | x | register | 0.14 | 6 |
| 4_1_cts | z | n[3] | 0.24 | 6 |
| 6_report | z | n[3] | 0.25 | 6 |
-- synthesized netlist by cell type, drive strengths merged --
| cell type | count |
|---|---|
| buf | 3 |
| o311ai | 1 |
| maj3 | 2 |
| a21o | 2 |
| a221oi | 1 |
| clkbuf | 3 |
| edfxtp | 1 |
| mux2i | 1 |
| o31a | 1 |
| a22oi | 1 |
| xor2 | 1 |
| nand4 | 2 |
| a21oi | 3 |
| nor2 | 6 |
| dfrtp | 2 |
| nand3 | 3 |
| a32oi | 1 |
| o2111ai | 2 |
| o2bb2ai | 1 |
| a211o | 1 |
| o21ai | 9 |
| inv | 5 |
| o22ai | 2 |
| o221ai | 1 |
| a32o | 1 |
| o211ai | 1 |
| a211oi | 1 |
| nor2b | 3 |
| o22a | 1 |
| xnor2 | 1 |
| nand2 | 7 |
| dfxtp | 5 |
| o211a | 1 |
-- cell usage in the layout, fill, tap and decap left out --
master           n
clkbuf_8         3
o221ai_1         1
xor2_1           1
maj3_2           1
nor2b_4          1
o2bb2ai_1        1
maj3_1           1
o22a_1           1
a221oi_1         1
a211o_1          1
nand4_1          2
o31a_1           1
clkdlybuf4s50_1  4
edfxtp_1         1
dfxtp_1          5
nand3_1          3
clkbuf_1         1
a21oi_1          3
nor2b_1          2
xnor2_1          1
dfrtp_1          2
a211oi_1         1
a32o_1           1
o2111ai_1        2
o211ai_1         1
mux2i_1          1
o21ai_0          9
a21o_1           2
a22oi_1          1
o311ai_0         1
buf_4            9
nor2_1           6
o211a_1          1
inv_1            5
o22ai_1          2
a32oi_1          1
nand2_1          7
-- worst reg2reg max path: cells and delay by family (launching register included) --
kind	cells	cell delay [ns]
flops	1	0.61
fa+ha+maj	1	0.37
simple gates	2	0.26
compound gates	1	0.14
-- cells by family after synthesis --
group | Yosys count | synth area share (%)
simple gates | 21 | 17.1
flops | 8 | 30.0
mux | 1 | 1.67
xor+xnor | 2 | 2.92
fa+ha+maj | 2 | 3.54
buf+inv | 11 | 8.54
compound gates | 31 | 36.3
-- per-stage QoR --
stage / cell area [um2] / instances / worst slack (ns) / power [W] / utilization (%)
floorplan: 601 / 76 / 0.528 / 0.000754 / -
global placement: 738 / 133 / 0.0209 / 0.000893 / 17.9
detailed placement: 738 / 133 / 0.0140 / 0.000886 / 17.9
CTS: 783 / 137 / 0.241 / 0.00113 / 19.0
global route: 783 / 137 / 0.138 / 0.00124 / 19.0
finish: 783 / 137 / 0.255 / 0.00112 / 19.0
-- cell type report --
class | count | area share, %
timing repair buffer | 13 | 13.7
inverter | 5 | 2.40
multi-input combinational | 57 | 47.1
tap | 50 | 7.99
sequential | 8 | 23.0
clock buffer | 4 | 5.75
-- report_power, final --
| group | switching (W) | internal [W] | leakage, nW |
|---|---|---|---|
| Clock | 0.0000764 | 0.000154 | 0.0228 |
| Sequential | 0.000162 | 0.000274 | 0.0753 |
| Combinational | 0.000213 | 0.000245 | 0.216 |
| Total | 0.000451 | 0.000673 | 0.314 |
-- routing by layer --
| layer | vias up | share of wire, % |
|---|---|---|
| li1 | 307 | - |
| met1 | 281 | 47 |
| met2 | 7 | 47 |
| met3 | 0 | 6.4 |
| met4 | 0 | 0 |
| met5 | - | 0 |
Power and IR drop assume default switching activity.
