**/design/flow/design.v**
```verilog
module ALU(
    input [3:0] a,b,
    input [2:0] s,
    output reg [7:0] y
    );
always @(a,b,s) 
begin
case(s)
3'b000:y=a+b;
3'b001:y=a-b;
3'b010:y=a*b;
3'b011:y=a&b;
3'b100:y=a^b;
3'b101:y=~b;
3'b110:y=a>>1;
default:y=(~a)+1;
endcase
end
endmodule
```
**/design/flow/run.sh**
```bash
#!/bin/bash
# OpenROAD 26Q1-2900-gdf79404cd8, Yosys 0.63+post, stock flow scripts
make -C /OpenROAD-flow-scripts/flow DESIGN_CONFIG=/design/flow/config.mk WORK_HOME=/design/flow/orfs finish
```
**/design/flow/constraint.sdc**
```tcl
current_design ALU

set clk_period 5.8
set clk_io_pct 0.2

create_clock -name clk0 -period $clk_period

set non_clock_inputs [all_inputs -no_clocks]
set_input_delay [expr $clk_period * $clk_io_pct] -clock clk0 $non_clock_inputs
set_output_delay [expr $clk_period * $clk_io_pct] -clock clk0 [all_outputs]
```
**/design/flow/config.mk**
```make
export PLATFORM = sky130hd
export DESIGN_NAME = ALU
export DESIGN_NICKNAME = ALU
export VERILOG_FILES = /design/flow/design.v
export SDC_FILE = /design/flow/constraint.sdc
export NUM_CORES = 4
export LEC_CHECK = 1
export CORE_AREA = 10 10 88 88
export DIE_AREA = 0 0 98 98
```
==> run_results.csv <==
group,metric,value,unit
outcome,outcome,"finished clean",
timing,period_minus_slack,5630,ps
power_and_ir_drop,leakage,0.686,nW
detailed_routing,firstDrtPassIters,4,
synth,synth_cell_type_count,42,
global_routing,grt_util_all_layers,6.56,%
critical_path,path_class,"primary input to primary output",
synth,ys_area,1120,sq um
critical_path,cp.depth,12,
timing,worst_slew_pin_slew,854,ps
synth,ys_top_cells_by_count,"ha_1, nor2_1, inv_1",
power_and_ir_drop,vdd_drop_max,0.0375,mV
floorplan,die_h,98,um
global_routing,grt_pass1_wl,5430,um
timing,slew_headroom,42.9,%
critical_path,worstPathArrival,4470,ps
detailed_routing,dr.first_iter.drc_count,86,
synth,synth.avg_cell_area,7.48,sq um
floorplan,die-width,98,um
critical_path,start_kind,"primary input",
critical_path,required,4640,ps
synth,syn_inst,150,
run,cap_violations,0,
layout,drive_above_1_share,8.77,%
synth,top_cell_area_share,24.5,%
synth,yosys.stat.seqShare,0,%
detailed_routing,vias,1140,
clocking,cts_hold_buffers,0,
power_and_ir_drop,powerDensity,84.0,nW/um^2
detailed_routing,detail-route-antenna-nets,0,
hold_path,worstHoldPathType,"primary input to primary output",
critical_path,cpMaxStageDelayCell,"fa_1",
synth,ys_cells,150,
synth,synth_warnings,1,
floorplan,io_pins,19,
layout,area_delta_synth_final,29.8,%
critical_path,crit_chain,"clkdlybuf4s50_1, nand2_1, fa_1, inv_1, fa_1, inv_1, fa_1, nand2b_1, a21oi_2, mux2i_1, a21oi_1, clkdlybuf4s50_1",
timing,rsz0062_at_grt,"false",
timing,fin_crit_sh,97.0,%
critical_path,end_kind,"primary output",
synth,top_cell,"ha_1",
timing,fmax,178,MHz
timing,hold_viol_final,0,
layout,regArea,0,sq um
synth,syn_area,1120,sq um
detailed_routing,wl,3260,um
detailed_routing,drc,0,
timing,finalSetupViolCount,0,
detailed_routing,drt-wirelength-per-cell,13.3,um
detailed_routing,n_antenna_cell,0,
place,place.gp.congestion,0.883,
floorplan,fp.coreArea,5920,sq um
run,warning_count,36,
critical_path,slowest_delay,560,ps
global_routing,grt_max_degree,26,
layout,seq_cell_count,0,
critical_path,critPathBufInv,4,
critical_path,cp_common_cell,"fa_1",
critical_path,crit_family,"adder cells",
timing,whs,3040,ps
place,dp_hpwl,2670,um
floorplan,rows,28,
global_routing,antenna_found_initial,0,
floorplan,fp-utilization,19.0,%
hold_path,holdPathStages,6,
synth,yosysTopAreaCell,"ha_1",
timing,finalSetupTns,0,ps
place,port_buffers,19,
detailed_routing,avgViaCountPerCell,4.63,
critical_path,cp_max_fo,2,
global_routing,grt-ovfl-total,0,
global_routing,grt_pass1_vias,1086,
floorplan,dieArea,9600,sq um
synth,top_cells_by_area,"ha_1, fa_1, nor2_1, inv_1, mux2i_1",
timing,drv_slew,0,
layout,n_clock_buffer,0,
## report_power, final
group | leakage (nW) | switching (mW) | internal (mW) | total, mW
Sequential | 0 | 0 | 0 | 0
Clock | 0 | 0 | 0 | 0
Combinational | 0.686 | 0.0615 | 0.0608 | 0.122
Total | 0.686 | 0.0615 | 0.0608 | 0.122
## per-layer routing
layer  track usage, %  wire (um)  vias up
li1                 -          -      583
met1             9.91       1660      532
met2             10.4       1450       25
met3            0.640        159        0
met4                0          0        0
met5                0          0        -
## kinds of logic after synthesis
kind of cell | after synthesis | synth area share [%]
XOR/XNOR | 5 | 3.90
AND/OR/NAND/NOR | 56 | 27.1
buffers and inverters | 22 | 8.03
AND-OR/OR-AND | 34 | 21.3
multiplexers | 5 | 4.46
adder cells (fa/ha/maj) | 28 | 35.2
## per-stage QoR
step	utilization (%)	power, mW	worst slack, ps	cell area [sq um]	std cells
after global placement	24.3	0.123	27.4	1440	246
after detailed placement	24.3	0.123	29.3	1440	246
after CTS	24.3	0.123	26.5	1440	246
after floorplan	-	0.0737	1270	1120	150
after global routing	24.6	0.139	13.6	1460	246
final	24.6	0.122	174	1460	246
## what timing repair did
item	CTS	global route
gates resized	0	6
setup endpoints to repair	0	4
endpoints found under the hold margin	0	0
buffers inserted	0	0
## layout make-up
type,count,area (sq um)
multi-input combinational,128,1040
fill,639,4460
inverter,15,56.3
tap,75,93.8
timing repair buffer,28,268
## final timing paths
path	to	slack (ps)	startpoint
setup / recovery	y[6]	170	a[0]
hold / removal	y[3]	3040	b[3]
## cell usage in the layout, fill, tap and decap left out, types with 6 or more instances in the layout
cell type and count:
clkdlybuf4s50_1 15, a21oi_1 6, fa_1 6, buf_4 9, nand2b_1 7, nor2_1 18, nand2_1 6, ha_1 21
inv_1 14
Power figures rest on the tool's default switching activity, not on a simulated workload.
